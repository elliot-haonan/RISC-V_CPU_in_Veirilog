==> design/flow/design.v <==
module ALU (
	   ALUResult,
	   ALUCode, A, B);
	input [3:0]	ALUCode;				 
	input [31:0]	A, B;
	output [31:0]	ALUResult;
	wire Binvert;
	wire [31:0] Binvert_extend;
	wire [31:0] sum, d2, d3, d4, d5, d6, d7, d9, d10;
	reg [31:0] d8;
   parameter	 alu_add=  4'b0000;
   parameter	 alu_sub=  4'b0001;
   parameter	 alu_lui=  4'b0010;
   parameter	 alu_and=  4'b0011;
   parameter	 alu_xor=  4'b0100;
   parameter	 alu_or =  4'b0101;
   parameter 	 alu_sll=  4'b0110;
   parameter	 alu_srl=  4'b0111;
   parameter	 alu_sra=  4'b1000;
   parameter	 alu_slt=  4'b1001;
   parameter	 alu_sltu= 4'b1010; 	
   assign Binvert = ~(ALUCode == 0);
   assign Binvert_extend = {32{Binvert}};
   adder_32bits a1(
		.a(A[31:0]),
		.b(Binvert_extend ^ B),
		.ci(Binvert),
		.co(),
		.s(sum[31:0])
   );
   assign d2 = B;
   assign d3 = A & B;
   assign d4 = A ^ B;
   assign d5 = A | B;
   assign d6 = A << B;
   assign d7 = A >> B;
   reg signed [31:0] A_reg;
   always@(*) begin A_reg = A; end
   always@(*) begin d8 = A_reg >>> B; end
   assign d9 = A[31] && (~B[31]) || (A[31] ~^ B[31]) &&sum [31];
   assign d10 = (~A[31]) && B[31] || (A[31] ~^ B[31]) && sum[31];
   MUX16to1 a2(
		.addr(ALUCode),
		.d0(sum),
		.d1(sum),
		.d2(d2),
		.d3(d3),
		.d4(d4),
		.d5(d5),
		.d6(d6),
		.d7(d7),
		.d8(d8),
		.d9(d9),
		.d10(d10),
		.d11(),
		.d12(),
		.d13(),
		.d14(),
		.d15(),
		.data(ALUResult)
   );
endmodule
`timescale 1ns / 1ps
module EX(ALUCode_ex, ALUSrcA_ex, ALUSrcB_ex, Imm_ex, rs1Addr_ex, rs2Addr_ex, rs1Data_ex, 
          rs2Data_ex, PC_ex, RegWriteData_wb, ALUResult_mem, rdAddr_mem, rdAddr_wb, 
		  RegWrite_mem, RegWrite_wb, ALUResult_ex, MemWriteData_ex, ALU_A, ALU_B);
    input [3:0] ALUCode_ex;
    input ALUSrcA_ex;
    input [1:0]ALUSrcB_ex;
    input [31:0] Imm_ex;
    input [4:0]  rs1Addr_ex;
    input [4:0]  rs2Addr_ex;
    input [31:0] rs1Data_ex;
    input [31:0] rs2Data_ex;
	input [31:0] PC_ex;
    input [31:0] RegWriteData_wb;
    input [31:0] ALUResult_mem;
	input [4:0]rdAddr_mem;
    input [4:0] rdAddr_wb;
    input RegWrite_mem;
    input RegWrite_wb;
    output [31:0] ALUResult_ex;
    output [31:0] MemWriteData_ex;
    output [31:0] ALU_A;
    output [31:0] ALU_B;
	wire [31:0] a, b, m, n; 
	wire [1:0] ForwardA, ForwardB;
	ALU a1(
	.ALUCode(ALUCode_ex),
	.A(a),
	.B(b),
	.ALUResult(ALUResult_ex)
	);
	MUX2to1 a2(
	.in0(m),
	.in1(PC_ex),
	.out(a),
	.addr(ALUSrcA_ex)
	);
	MUX4to1 a3(
	.in0(n),
	.in1(Imm_ex),
	.in2(32'h4),
	.in3(),
	.addr(ALUSrcB_ex),
	.out(b)
	);
	MUX4to1 a4(
	.in0(rs1Data_ex),
	.in1(RegWriteData_wb),
	.in2(ALUResult_mem),
	.in3(),
	.addr(ForwardA),
	.out(m)
	);
	MUX4to1 a5(
	.in0(rs2Data_ex),
	.in1(RegWriteData_wb),
	.in2(ALUResult_mem),
	.in3(),
	.addr(ForwardB),
	.out(n)
	);
	assign MemWriteData_ex = n;
	assign ALU_A = a;
	assign ALU_B = b;
	Forwarding a6(
	.ForwardA(ForwardA),
	.ForwardB(ForwardB),
	.RegWrite_wb(RegWrite_wb),
	.rdAddr_wb(rdAddr_wb),
	.rdAddr_mem(rdAddr_mem),
	.rs1Addr_ex(rs1Addr_ex),
	.rs2Addr_ex(rs2Addr_ex),
	.RegWrite_mem(RegWrite_mem)
	);
endmodule
module Forwarding(
ForwardA, ForwardB,
RegWrite_wb, rdAddr_wb, rdAddr_mem, rs1Addr_ex, RegWrite_mem, rs2Addr_ex
);
	input [4:0] rdAddr_mem, rdAddr_wb, rs1Addr_ex, rs2Addr_ex;	
	input RegWrite_mem, RegWrite_wb;
	output [1:0] ForwardA, ForwardB;
	assign ForwardA[0] = RegWrite_wb && (rdAddr_wb!=0) && (rdAddr_mem!=rs1Addr_ex) && (rdAddr_wb == rs1Addr_ex);
	assign ForwardA[1] = RegWrite_mem && (rdAddr_mem!=0) && (rdAddr_mem == rs1Addr_ex);
	assign ForwardB[0] = RegWrite_wb && (rdAddr_wb!=0) && (rdAddr_mem!=rs2Addr_ex) && (rdAddr_wb == rs2Addr_ex);
	assign ForwardB[1] = RegWrite_mem && (rdAddr_mem!=0) && (rdAddr_mem == rs2Addr_ex);
endmodule
module MUX16to1(
addr, d0, d1, d2, d3, d4, d5, d6, d7, d8, d9, d10, d11, d12, d13, d14, d15,
data
);
	input [3:0] addr;
	input [31:0] d0, d1, d2, d3, d4, d5, d6, d7, d8, d9, d10, d11, d12, d13, d14, d15;
	output [31:0] data;
	reg [31:0] data;
	always@(*)
	begin
		if (addr == 4'h0) data = d0;
		else if (addr == 4'h1) data = d1;
		else if (addr == 4'h2) data = d2;
		else if (addr == 4'h3) data = d3;
		else if (addr == 4'h4) data = d4;
		else if (addr == 4'h5) data = d5;
		else if (addr == 4'h6) data = d6;
		else if (addr == 4'h7) data = d7;
		else if (addr == 4'h8) data = d8;
		else if (addr == 4'h9) data = d9;
		else if (addr == 4'ha) data = d10;
		else if (addr == 4'hb) data = d11;
		else if (addr == 4'hc) data = d12;
		else if (addr == 4'hd) data = d13;
		else if (addr == 4'he) data = d14;
		else data = d15;
	end
endmodule
module MUX2to1(
out,
in0, in1, addr
);
	input [31:0] in0, in1;
	input addr;
	output [31:0] out;
	reg [31:0] out;
	always@(*)
	begin
		if (addr == 1'b0) out = in0;
		else out = in1;
	end
endmodule 
module MUX4to1(
out,
in0, in1, in2, in3, addr
);
	input [31:0] in0, in1, in2, in3;
	input [1:0] addr;
	output [31:0] out;
	reg [31:0] out;
	always@(*)
	begin
		if (addr == 2'b00) out = in0;
		else if (addr == 2'b01) out = in1;
		else if (addr == 2'b10) out = in2;
		else out = in3;
	end
endmodule 
module adder_32bits(a,b,ci,s,co);
input [31:0] a,b;
input ci;
output [31:0] s;
output co;
wire c3, c7, c11, c15, c19, c23, c27, c31;
adder_4bits u1(.a(a[3:0]),
		.b(b[3:0]),
		.ci(ci),
		.co(c3),
		.s(s[3:0])); 
adder_32bits_component u2(.a(a[7:4]),
		.b(b[7:4]),
		.ci(c3),
		.s(s[7:4]),
		.co(c7));
adder_32bits_component u3(.a(a[11:8]),
		.b(b[11:8]),
		.ci(c7),
		.s(s[11:8]),
		.co(c11));
adder_32bits_component u4(.a(a[15:12]),
		.b(b[15:12]),
		.ci(c11),
		.s(s[15:12]),
		.co(c15));
adder_32bits_component u5(.a(a[19:16]),
		.b(b[19:16]),
		.ci(c15),
		.s(s[19:16]),
		.co(c19));
adder_32bits_component u6(.a(a[23:20]),
		.b(b[23:20]),
		.ci(c19),
		.s(s[23:20]),
		.co(c23));
adder_32bits_component u7(.a(a[27:24]),
		.b(b[27:24]),
		.ci(c23),
		.s(s[27:24]),
		.co(c27));
adder_32bits_component u8(.a(a[31:28]),
		.b(b[31:28]),
		.ci(c27),
		.s(s[31:28]),
		.co(c31));
 assign co = c31;
 endmodule
module adder_32bits_component(a,b,ci,co,s);
input [3:0] a,b;
input ci;
output [3:0] s;
output co;
wire d,e;
wire [3:0] f,g;
adder_4bits a1(.a(a),
               .b(b),
			   .ci(1'b1),
			   .co(d),
			   .s(f));
adder_4bits a2(.a(a),
               .b(b),
			   .ci(1'b0),
			   .co(e),
			   .s(g));		
mux_2to1 a3(.in0(g),
			.in1(f),
			.addr(ci),
			.out(s));			   
assign co = (d&ci)|e;
endmodule 
module adder_4bits(a, b, ci, s, co);
input [3:0] a, b;
input ci;
output [3:0] s;
output co;
integer i,j;
reg [3:0] g;
reg [3:0] p;
reg [3:0] c;
always @(*)
	begin
		for (i = 0;i <= 3;i = i + 1)
			begin 
				g[i] = a[i] & b[i];
				p[i] = a[i] | b[i];
			end
	end
always @(*)
	begin
		c[0] = ci; 
		for (j = 1;j <= 3;j = j + 1)
			begin
				c[j] = g[j-1] | (p[j-1] & c[j-1]);
			end
	end
assign co = g[3] | (p[3] & c[3]);
assign s[0] = a[0] ^ b[0] ^ c[0];
assign s[1] = a[1] ^ b[1] ^ c[1];
assign s[2] = a[2] ^ b[2] ^ c[2];
assign s[3] = a[3] ^ b[3] ^ c[3];
endmodule
module mux_2to1(in0,in1,addr,out);
input [3:0] in0,in1;
input addr;
output [3:0] out;
reg [3:0] out;
always @(in0 or in1 or addr )
	begin 
		if (addr) out = in1;
		else out = in0;
	end
endmodule
==> design/flow/run.sh <==
#!/bin/bash
# OpenROAD 26Q1-2900-gdf79404cd8, Yosys 0.63+post, stock flow scripts
make -C /OpenROAD-flow-scripts/flow DESIGN_CONFIG=/design/flow/config.mk WORK_HOME=/design/flow/orfs finish
==> design/flow/config.mk <==
export PLATFORM = sky130hd
export DESIGN_NAME = EX
export DESIGN_NICKNAME = EX
export VERILOG_FILES = /design/flow/design.v
export SDC_FILE = /design/flow/constraint.sdc
export NUM_CORES = 4
export LEC_CHECK = 1
export CORE_UTILIZATION = 40
==> design/flow/constraint.sdc <==
current_design EX

set clk_period 22.4
set clk_io_pct 0.2

create_clock -name clk0 -period $clk_period

set non_clock_inputs [all_inputs -no_clocks]
set_input_delay [expr $clk_period * $clk_io_pct] -clock clk0 $non_clock_inputs
set_output_delay [expr $clk_period * $clk_io_pct] -clock clk0 [all_outputs]
==> impl_metrics.ini <==
; yosys + openroad results
[outcome]
status = complete, no violations

[floorplan]
dieHeight_um = 173
dieWidth_um = 173
die_area_um2 = 30000
row_count = 62
fp_util_pct = 40.7
io_pins = 349
coreArea_um2 = 28800

[timing]
worst_slack_ps = 4130
rsz0062_at_grt = no
clock.fmax_mhz = 54.7
timing.setup.tns_ps = 0
worst_slew_pin_slew_ps = 1140
setup_viol = 0
maxSlewHeadroom_pct = 23.6
finalHoldViolCount = 0
fin_crit_ps = 18270
slew_viol_final = 0
fin_crit_sh_pct = 81.6

[placed_design]
dp.cells = 2464
hpwl_mm = 61.0
gp_congestion = 1.08
dp_slack_ps = 4350
io_buffers = 349

[yosys]
yosysChipArea_um2 = 11700
yosysWarnings = 262
netlist_area_um2 = 11700
yosys-stat-cells = 1789
yosysUniqueCellTypes = 90
synth_cells = 1789
synth_top_area_share_pct = 12.4
top_area_cell = ha_1
syn_avg_cell_area_um2 = 6.55
synthTopCellsByArea = ha_1 (12%), mux2i_1 (12%), nor2_1 (6.9%), a21oi_1 (6.3%), nand2_1 (5.1%)
synth-seq-area-share_pct = 0

[critical_path]
crit_end = ALUResult_ex[0]
crit_arrival_ps = 13790
critPathMaxStageDelay_ps = 840
cp-end-kind = primary output
critPathMaxFanout = 65
critPathLaunchType = input pin
cp.required_ps = 17920
critPathSlowestCell = a2111oi_0
startpoint = rdAddr_mem[2]
path_class = input pin to primary output

[drt]
drtIter0Drc = 2362
antenna_left = 0
dr.pass1.iters = 6
wl_per_cell_um = 31.1
vias = 16750
drc_errors = 0
wl_mm = 76.8
drt-vias-per-instance = 6.78

[power]
power_density_nw_per_um2 = 29.6
pwr-share-seq_pct = 0
irDropWorstVdd_mv = 0.0146
switchingPower_uw = 278
comb_power_share_pct = 100.0
internal-power_uw = 191
p_leak_nw = 6.74
p_sw_share_pct = 59.3
p_clk_share_pct = 0

[grt]
grt_pass1_vias = 15239
grt_overflow = 0
grt_usage_pct = 50.1
antenna_found_initial = 9
grt_max_degree = 66
grt_pass1_wl_mm = 108

[clock_tree]
cts_setup_buffers = 0
cts-resized-gates = 0
cts_hold_buf = 0

[cells_and_area]
clkbuf_count = 0
fin_util_pct = 55.1
stdcell_count = 2471
layout-drive-gt1-share_pct = 8.41
flop_area_um2 = 0
seq_cells = 0
syn2layout_area_growth_pct = 35.4

[run]
cap_violations = 0
warnings = 91

[worst_hold_path]
hold_class = input pin to primary output
-- layout make-up --
cell class | instances | area [um^2]
antenna | 7 | 17.5
fill | 2679 | 12900
inverter | 125 | 469
multi-input combinational | 1512 | 10700
tap | 384 | 480
timing repair buffer | 443 | 4190
-- placed cells by master, fill, tap and decap left out, types with 17 or more instances in the layout --
cell / instances
o211ai_1: 26
nand3_1: 33
nand2_1: 159
nor3_1: 48
xor2_1: 20
buf_4: 94
o22ai_1: 22
a211oi_1: 45
xnor2_1: 58
ha_1: 116
mux2_2: 21
nor2_1: 215
mux2i_1: 138
o21ai_0: 93
inv_1: 120
o41ai_2: 17
a21oi_1: 147
o221ai_1: 22
a31oi_1: 21
clkdlybuf4s50_1: 348
-- routing by layer --
layer	part of all wire (%)	vias to the layer above	global-route usage, %
met5	0.039	-	0
met4	6.5	4	25.9
met3	16	265	19.7
met2	39	1442	67.9
met1	39	7858	67.9
li1	-	7181	-
-- cells in the mapped netlist (all sizes together) (8+ instances only) --
cell and count:
xor2 20, a22oi 15, o41ai 21, a21oi 149
nand2 159, a32oi 16, nor3 54, mux2 21
o21bai 8, o22ai 23, a211o 10, and2 14
mux2i 138, o21ai 107, xnor2 58, a211oi 47
ha 116, buf 63, nand3 33, o32ai 18
nor2 219, o31ai 10, a221oi 15, or3 16
inv 124, a21o 11, o211ai 29, o221ai 22
a221o 13, nand2b 14, a31oi 21, clkbuf 89
-- cells by family after synthesis --
family	after synthesis	synth area share [%]
buf+inv	277	9.85
compound gates	596	35.8
fa+ha+maj	121	13.2
xor+xnor	78	5.83
mux	159	13.8
simple gates	558	21.5
-- stage by stage --
step,area (um^2),hold WS [ps],total power [mW]
6_report,15900,9950,0.469
5_1_grt,15900,9990,0.491
4_1_cts,15800,9940,0.449
3_5_place_dp,15800,9930,0.445
3_3_place_gp,15800,9940,0.445
2_1_floorplan,11700,9010,0.235
-- how the worst min path moves through the flow --
stage | startpoint | endpoint | slack, ps | cells after the start
6_report | rs2Data_ex[7] | MemWriteData_ex[7] | 9950 | 4
5_1_grt | rs2Data_ex[7] | MemWriteData_ex[7] | 9990 | 4
4_1_cts | rs2Data_ex[7] | MemWriteData_ex[7] | 9940 | 4
-- critical path: cells and delay by family --
| kind | cells | cell delay, ps |
|---|---|---|
| AOI/OAI and AO/OA | 16 | 3540 |
| xor gates and xnor gates | 4 | 860 |
| adders and majority gates | 3 | 1070 |
| buffers and inverters | 5 | 1810 |
| muxes | 1 | 130 |
| and+or+nand+nor | 5 | 1820 |
-- power by group through the flow --
stage	sequential (mW)	clock, mW	combinational, mW
after CTS	0	0	0.449
after global routing	0	0.0000000419	0.491
final	0	0.0000000420	0.469
Power and IR drop assume default switching activity.
