==> design/flow/design.v <==
module Decode(   
	MemtoReg_id, RegWrite_id, MemWrite_id, MemRead_id, ALUCode_id, ALUSrcA_id, ALUSrcB_id, Jump, JALR, Imm_id, offset, 
    Instruction);
	input [31:0]	Instruction;	 
	output		   MemtoReg_id;		 
	output		   RegWrite_id;		 
	output		   MemWrite_id;		 
	output         MemRead_id;
	output [3:0]   ALUCode_id;          
	output      	ALUSrcA_id;
	output [1:0]   ALUSrcB_id;
	output         Jump;
	output         JALR;
	output[31:0]   Imm_id,offset;
	wire R_type, I_type, SB_type, LW, JALR, SW, LUI, AUIPC, JAL, Shift;
	reg [31:0] Imm_id,offset;
	parameter  R_type_op=   7'b0110011;
	parameter  I_type_op=   7'b0010011;
	parameter  SB_type_op=  7'b1100011;
	parameter  LW_op=       7'b0000011;
	parameter  JALR_op=     7'b1100111;
	parameter  SW_op=       7'b0100011;
	parameter  LUI_op=      7'b0110111;
	parameter  AUIPC_op=    7'b0010111;	
	parameter  JAL_op=      7'b1101111;	
   parameter  ADD_funct3 =     3'b000 ;
   parameter  SUB_funct3 =     3'b000 ;
   parameter  SLL_funct3 =     3'b001 ;
   parameter  SLT_funct3 =     3'b010 ;
   parameter  SLTU_funct3 =    3'b011 ;
   parameter  XOR_funct3 =     3'b100 ;
   parameter  SRL_funct3 =     3'b101 ;
   parameter  SRA_funct3 =     3'b101 ;
   parameter  OR_funct3 =      3'b110 ;
   parameter  AND_funct3 =     3'b111;
   parameter  ADDI_funct3 =     3'b000 ;
   parameter  SLLI_funct3 =     3'b001 ;
   parameter  SLTI_funct3 =     3'b010 ;
   parameter  SLTIU_funct3 =    3'b011 ;
   parameter  XORI_funct3 =     3'b100 ;
   parameter  SRLI_funct3 =     3'b101 ;
   parameter  SRAI_funct3 =     3'b101 ;
   parameter  ORI_funct3 =      3'b101 ;
   parameter  ANDI_funct3 =     3'b111;
   parameter	 alu_add=  4'b0000;
   parameter	 alu_sub=  4'b0001;
   parameter	 alu_lui=  4'b0010;
   parameter	 alu_and=  4'b0011;
   parameter	 alu_xor=  4'b0100;
   parameter	 alu_or =  4'b0101;
   parameter 	 alu_sll=  4'b0110;
   parameter	 alu_srl=  4'b0111;
   parameter	 alu_sra=  4'b1000;
   parameter	 alu_slt=  4'b1001;
   parameter	 alu_sltu= 4'b1010; 
	wire [6:0]		op;
	wire  	 	    funct6_7;
	wire [2:0]		funct3;
	assign op			= Instruction[6:0];
	assign funct6_7		= Instruction[30];
 	assign funct3		= Instruction[14:12];
	assign R_type = (op == R_type_op);
	assign I_type = (op == I_type_op);
	assign SB_type = (op == SB_type_op);
	assign LW = (op == LW_op);
	assign JALR = (op == JALR_op);
	assign SW = (op == SW_op);
	assign LUI = (op == LUI_op);
	assign AUIPC = (op == AUIPC_op);
	assign JAL = (op == JAL_op);
	assign MemtoReg_id = LW;
	assign MemRead_id = LW;
	assign MemWrite_id = SW;
	assign RegWrite_id = R_type || I_type || LW || JALR || LUI || AUIPC || JAL;
	assign Jump = JALR || JAL;
	assign ALUSrcA_id = JALR || JAL || AUIPC;
	assign ALUSrcB_id[1] = JAL || JALR;
	assign ALUSrcB_id[0] = ~(R_type || JAL || JALR);
	assign a = funct3[2];
	assign b = funct3[1];
	assign c = funct3[0];
	assign ALUCode_id[3] = (R_type && ~I_type && ~LUI && ~a && b && ~c && ~funct6_7) || (R_type && ~I_type && ~LUI && ~a && b && c && ~funct6_7) 
						|| (R_type && ~I_type && ~LUI && a && ~b && c && funct6_7) || (~R_type && I_type && ~LUI && ~a && b && ~c ) ||
						(~R_type && I_type && ~LUI && ~a && b && c ) || (~R_type && I_type && ~LUI && a && ~b && c && funct6_7);
	assign ALUCode_id[2] = (R_type && ~I_type && ~LUI && ~a && ~b && c && ~funct6_7) || (R_type && ~I_type && ~LUI && a && ~b && ~c && ~funct6_7) || 
							(R_type && ~I_type && ~LUI && a && ~b && c && ~funct6_7) || (R_type && ~I_type && ~LUI && a && b && ~c && ~funct6_7) ||
							(~R_type && I_type && ~LUI && ~a && ~b && c) || (~R_type && I_type && ~LUI && a && ~b && ~c) || (~R_type && I_type && ~LUI && a && ~b && c && ~funct6_7) ||
							(~R_type && I_type && ~LUI && a && b && ~c);
	assign ALUCode_id[1] = (R_type && ~I_type && ~LUI && ~a && ~b && c && ~funct6_7) || (R_type && ~I_type && ~LUI && ~a && b && c && ~funct6_7) ||
							(R_type && ~I_type && ~LUI && a && ~b && c && ~funct6_7) || (R_type && ~I_type && ~LUI && a && b && c && ~funct6_7) ||
							(~R_type && I_type && ~LUI && ~a && ~b && c) || (~R_type && I_type && ~LUI && ~a && b && c) || (~R_type && I_type && ~LUI && a && ~b && c && ~funct6_7) ||
							(~R_type && I_type && ~LUI && a && b && c) || (~R_type && ~I_type && LUI);
	assign ALUCode_id[0] = (R_type && ~I_type && ~LUI && ~a && ~b && ~c && funct6_7) || (R_type && ~I_type && ~LUI && ~a && b && ~c && ~funct6_7) || (R_type && ~I_type && ~LUI && a && ~b && c && ~funct6_7) ||
							(R_type && ~I_type && ~LUI && a && b && ~c && ~funct6_7) || (R_type && ~I_type && ~LUI && a && b && c && ~funct6_7) || (~R_type && I_type && ~LUI && ~a && b && ~c) || 
							(~R_type && I_type && ~LUI && a && ~b && c && ~funct6_7) || (~R_type && I_type && ~LUI && a && b && ~c) || (~R_type && I_type && ~LUI && a && b && c);
	assign Shift = (funct3 == 1) || (funct3 == 5);
	always @(*)
		begin
		if (I_type && Shift) begin Imm_id[31:0] = {26'd0,Instruction[25:20]}; offset[31:0] = 32'd0; end
		else if (I_type && ~Shift) begin Imm_id = {{20{Instruction[31]}},Instruction[31:20]}; offset = 32'd0; end
		else if (LW) begin Imm_id = {{20{Instruction[31]}},Instruction[31:20]}; offset = 32'd0; end
		else if (JALR) begin Imm_id = 32'd0; offset = {{20{Instruction[31]}},Instruction[31:20]}; end
		else if (SW) begin Imm_id = {{20{Instruction[31]}},Instruction[31:25],Instruction[11:7]}; offset = 32'd0; end
		else if (JAL) begin Imm_id = 32'd0; offset = {{11{Instruction[31]}},Instruction[31],Instruction[19:12],Instruction[20],Instruction[30:21],1'b0}; end
		else if (LUI || AUIPC) begin Imm_id = {Instruction[31:12],12'd0}; offset = 32'd0; end
		else if (SB_type) begin Imm_id = 32'd0; offset = {{19{Instruction[31]}},Instruction[31],Instruction[7],Instruction[30:25],Instruction[11:8],1'b0}; end
		else begin Imm_id = 32'd0; offset = 32'd0; end
		end
endmodule
`timescale 1ns / 1ps
module ID(clk,Instruction_id, PC_id, RegWrite_wb, rdAddr_wb, RegWriteData_wb, MemRead_ex, 
          rdAddr_ex, MemtoReg_id, RegWrite_id, MemWrite_id, MemRead_id, ALUCode_id, 
			 ALUSrcA_id, ALUSrcB_id,  Stall, Branch, Jump, IFWrite,  JumpAddr, Imm_id,
			 rs1Data_id, rs2Data_id, rs1Addr_id, rs2Addr_id, rdAddr_id);
    input clk;
    input [31:0] Instruction_id;
    input [31:0] PC_id;
    input RegWrite_wb;
    input [4:0] rdAddr_wb;
    input [31:0] RegWriteData_wb;
    input MemRead_ex;
    input [4:0] rdAddr_ex;
    output MemtoReg_id;
    output RegWrite_id;
    output MemWrite_id;
    output MemRead_id;
    output [3:0] ALUCode_id;
    output ALUSrcA_id;
    output [1:0] ALUSrcB_id;
    output Stall;
    output Branch;
    output Jump;
    output IFWrite;
    output [31:0] JumpAddr;
    output [31:0] Imm_id;
    output [31:0] rs1Data_id;
    output [31:0] rs2Data_id;
	output[4:0] rs1Addr_id, rs2Addr_id, rdAddr_id;
	wire [4:0] rs1Addr_id, rs2Addr_id, rdAddr_wb;
	assign rs1Addr_id = Instruction_id[19:15];
	assign rs2Addr_id = Instruction_id[24:20];
	Regfile a1(
		.rs1Addr_id(rs1Addr_id),
		.rs2Addr_id(rs2Addr_id),
		.rdAddr_wb(rdAddr_wb),
		.RegWriteData_wb(RegWriteData_wb),
		.RegWrite_wb(RegWrite_wb),
		.clk(clk),
		.rs1Data_id(rs1Data_id),
		.rs2Data_id(rs2Data_id)
	);
	wire [31:0] offset;
	wire JALR;
	Decode a2(
		.MemtoReg_id(MemtoReg_id), 
		.RegWrite_id(RegWrite_id), 
		.MemWrite_id(MemWrite_id), 
		.MemRead_id(MemRead_id), 
		.ALUCode_id(ALUCode_id), 
		.ALUSrcA_id(ALUSrcA_id), 
		.ALUSrcB_id(ALUSrcB_id), 
		.Jump(Jump), 
		.JALR(JALR), 
		.Imm_id(Imm_id), 
		.offset(offset), 
		.Instruction(Instruction_id)
	);
	wire [31:0] plusin;
	MUX2to1 a4(
		.in1(rs1Data_id),
		.in0(PC_id),
		.addr(JALR),
		.out(plusin)
	);
	adder_32bits a5(
		.a(plusin),
		.b(offset),
		.ci(1'b0),
		.co(),
		.s(JumpAddr)
	);
	wire [31:0] sum;
	wire isLT, isLTU;
	wire [2:0] funct3;
	wire SB_type;
	reg Branch;
	parameter beq_funct3 = 3'o0;
	parameter bne_funct3 = 3'o1;
	parameter blt_funct3 = 3'o4;
	parameter bge_funct3 = 3'o5;
	parameter bltu_funct3 = 3'o6;
	parameter bgeu_funct3 = 3'o7;
	assign funct3 = Instruction_id[14:12];
	assign SB_type = (Instruction_id[6:0] == 7'b1100011);
	adder_32bits a3(
		.a(rs1Data_id),
		.b(~rs2Data_id),
		.ci(1'd1),
		.s(sum),
		.co()
	);
	assign isLT = rs1Data_id[31] && (~rs2Data_id[31]) || (rs1Data_id[31]~^rs2Data_id[31]) && sum[31];
	assign isLTU = (~rs1Data_id[31]) && rs2Data_id[31] || (rs1Data_id[31] ~^ rs2Data_id[31]) && sum[31];
	always@(*)
	begin
		if (SB_type && (funct3 == beq_funct3)) begin Branch = ~(|sum[31:0]); end
		else if (SB_type && (funct3 == bne_funct3)) begin Branch = |sum[31:0]; end
		else if (SB_type && (funct3 == blt_funct3)) begin Branch = isLT; end
		else if (SB_type && (funct3 == bge_funct3)) begin Branch = ~isLT; end
		else if (SB_type && (funct3 == bltu_funct3)) begin Branch = isLTU; end
		else if (SB_type && (funct3 == bgeu_funct3)) begin Branch = ~isLTU; end
		else begin Branch = 0; end
	end
	assign Stall = ((rdAddr_ex == rs1Addr_id) || (rdAddr_ex == rs2Addr_id)) && MemRead_ex;
	assign IFWrite = ~Stall;
	assign rdAddr_id = Instruction_id[11:7];
endmodule
module MUX2to1(
out,
in0, in1, addr
);
	input [31:0] in0, in1;
	input addr;
	output [31:0] out;
	reg [31:0] out;
	always@(*)
	begin
		if (addr == 1'b0) out = in0;
		else out = in1;
	end
endmodule 
module Regfile(
rs1Data_id, rs2Data_id, 
rs1Addr_id, rs2Addr_id, rdAddr_wb, RegWriteData_wb, RegWrite_wb, clk
);
	input [4:0] rs1Addr_id, rs2Addr_id, rdAddr_wb;
	input [31:0] RegWriteData_wb;
	input RegWrite_wb, clk;
	output [31:0] rs1Data_id, rs2Data_id;
	wire [31:0] ReadData1, ReadData2;
	wire rs1Sel, rs2Sel;
	reg [31:0]regs [31:0];                                                       
	assign ReadData1 = (rs1Addr_id == 5'b0)?32'b0:regs[rs1Addr_id];              
	assign ReadData2 = (rs2Addr_id == 5'b0)?32'b0:regs[rs2Addr_id];              
	always@(posedge clk) begin if(RegWrite_wb) regs[rdAddr_wb] <= RegWriteData_wb;  end    
	assign rs1Sel = RegWrite_wb && (rdAddr_wb != 5'b0) && (rdAddr_wb == rs1Addr_id);
	assign rs2Sel = RegWrite_wb && (rdAddr_wb != 5'b0) && (rdAddr_wb == rs2Addr_id);
	assign rs1Data_id = (rs1Sel == 1'b1)?RegWriteData_wb:ReadData1;
	assign rs2Data_id = (rs2Sel == 1'b1)?RegWriteData_wb:ReadData2;
endmodule 
module adder_32bits(a,b,ci,s,co);
input [31:0] a,b;
input ci;
output [31:0] s;
output co;
wire c3, c7, c11, c15, c19, c23, c27, c31;
adder_4bits u1(.a(a[3:0]),
		.b(b[3:0]),
		.ci(ci),
		.co(c3),
		.s(s[3:0])); 
adder_32bits_component u2(.a(a[7:4]),
		.b(b[7:4]),
		.ci(c3),
		.s(s[7:4]),
		.co(c7));
adder_32bits_component u3(.a(a[11:8]),
		.b(b[11:8]),
		.ci(c7),
		.s(s[11:8]),
		.co(c11));
adder_32bits_component u4(.a(a[15:12]),
		.b(b[15:12]),
		.ci(c11),
		.s(s[15:12]),
		.co(c15));
adder_32bits_component u5(.a(a[19:16]),
		.b(b[19:16]),
		.ci(c15),
		.s(s[19:16]),
		.co(c19));
adder_32bits_component u6(.a(a[23:20]),
		.b(b[23:20]),
		.ci(c19),
		.s(s[23:20]),
		.co(c23));
adder_32bits_component u7(.a(a[27:24]),
		.b(b[27:24]),
		.ci(c23),
		.s(s[27:24]),
		.co(c27));
adder_32bits_component u8(.a(a[31:28]),
		.b(b[31:28]),
		.ci(c27),
		.s(s[31:28]),
		.co(c31));
 assign co = c31;
 endmodule
module adder_32bits_component(a,b,ci,co,s);
input [3:0] a,b;
input ci;
output [3:0] s;
output co;
wire d,e;
wire [3:0] f,g;
adder_4bits a1(.a(a),
               .b(b),
			   .ci(1'b1),
			   .co(d),
			   .s(f));
adder_4bits a2(.a(a),
               .b(b),
			   .ci(1'b0),
			   .co(e),
			   .s(g));		
mux_2to1 a3(.in0(g),
			.in1(f),
			.addr(ci),
			.out(s));			   
assign co = (d&ci)|e;
endmodule 
module adder_4bits(a, b, ci, s, co);
input [3:0] a, b;
input ci;
output [3:0] s;
output co;
integer i,j;
reg [3:0] g;
reg [3:0] p;
reg [3:0] c;
always @(*)
	begin
		for (i = 0;i <= 3;i = i + 1)
			begin 
				g[i] = a[i] & b[i];
				p[i] = a[i] | b[i];
			end
	end
always @(*)
	begin
		c[0] = ci; 
		for (j = 1;j <= 3;j = j + 1)
			begin
				c[j] = g[j-1] | (p[j-1] & c[j-1]);
			end
	end
assign co = g[3] | (p[3] & c[3]);
assign s[0] = a[0] ^ b[0] ^ c[0];
assign s[1] = a[1] ^ b[1] ^ c[1];
assign s[2] = a[2] ^ b[2] ^ c[2];
assign s[3] = a[3] ^ b[3] ^ c[3];
endmodule
module mux_2to1(in0,in1,addr,out);
input [3:0] in0,in1;
input addr;
output [3:0] out;
reg [3:0] out;
always @(in0 or in1 or addr )
	begin 
		if (addr) out = in1;
		else out = in0;
	end
endmodule
==> design/flow/run.sh <==
#!/bin/bash
# OpenROAD 26Q1-2900-gdf79404cd8, Yosys 0.63+post, stock flow scripts
make -C /OpenROAD-flow-scripts/flow DESIGN_CONFIG=/design/flow/config.mk WORK_HOME=/design/flow/orfs finish
==> design/flow/config.mk <==
export PLATFORM = sky130hd
export DESIGN_NAME = ID
export DESIGN_NICKNAME = ID
export VERILOG_FILES = /design/flow/design.v
export SDC_FILE = /design/flow/constraint.sdc
export NUM_CORES = 4
export LEC_CHECK = 1
export CORE_UTILIZATION = 30
==> design/flow/constraint.sdc <==
current_design ID

set clk_period 21.5
set clk_io_pct 0.2

create_clock -name clk0 -period $clk_period [get_ports {clk}]

set non_clock_inputs [all_inputs -no_clocks]
set_input_delay [expr $clk_period * $clk_io_pct] -clock clk0 $non_clock_inputs
set_output_delay [expr $clk_period * $clk_io_pct] -clock clk0 [all_outputs]
==> changes_impl.md <==
## Flow update

* Top logic family: multiplexers
* XORs/XNORs by Area at 0.009718
* Clock Power Share at 0.382
* Top cells, area: edfxtp_1, mux4_2, mux2i_1, ha_1, inv_1
* P_leak at 0.02045 uW
* Flip-flops with a built-in enable at 1024
* WP data required at 17.20 ns
* Postcts setup bufs at 0
* Largest register by flop count: a1.regs
* Pint at 3537 uW
* Vias in the first global route at 34.70k
* Largest net degree at the start of global routing at 68
* I/O Buffers at 266
* Area grow syn2layout at 17.41%
* Top FF cell, synth: edfxtp_1
* Post-DRT Antenna Nets at 0
* Post-Syn Area at 53170 um2
* Hold buffers post-CTS at 0
* Minimum clock period at 19.16 ns
* Largest driver fanout on the critical path at 53
* Peak supply drop at 0.06504 mV
* CTS buffer count at 99
* Root buf cell: clkbuf_16
* Core area at 176100 um2
* Async SR Flop Fraction at 0
* HP Class: input pin to flip-flop
* Max incr delay on CP at 1.02 ns
* Hpwl dp at 114.1 mm
* Finished Layout Cells at 5855
* Area figure in the yosys stat output at 53170 um2
* Yosys warns at 9
* Chip area at 178900 um2
* Clock Tree Buf Depth at 3
* Setup slack at placement at 2.447 ns
* Max-slew headroom at 0.2463
* Synth Area in Simple Gates at 0.03949
* CP max stage cell: and2_2
* Outcome: completed
* Row count at 154
* Area leader share at 0.5783
* Seq share, synth at 0.5783
* Die width at 423 um
* CTS sink cnt at 1024
* Grt total ovfl at 0
* Worst setup margin at 2.338 ns
* Final setup violation count at 0
* Critical hold path startpoint: RegWriteData_wb[31]
* Flop pwr share at 0.475
* Final Hold Vio Count at 0
* Sw frac at 0.2472
* All-Layer GR Usage at 0.2119
* Hold slack at 4.422 ns
* Crit path kind: input pin to output pin
* Max Clk Rate at 52.19 MHz
* AND-OR/OR-AND Cells, Area Fraction at 0.05953
* Post-synth regs at 1024
* Commonest Layout Cell: edfxtp_1
* Worst-path clk slew at 0.06 ns
* Logic pwr share at 0.144
* Unique masters post-synth at 83
* CP Launch Type: input pin
* Synth area leader: edfxtp_1
* Placed Cells at 5668
* Avg Cell Area, Syn at 16.85 um2
* Placer Congestion at 0.9719
* Most frequent cells in the layout: edfxtp_1, mux4_2, clkdlybuf4s50_1, mux2i_1, buf_4
* # resized after CTS at 0
* Worst setup path start: Instruction_id[16]
* WL final at 178.2 mm
* H-tree depth at 3
* Die height at 423 um
* Fa+ha+maj area frac at 0.02763
* Num ports at 267
* Layout Utilization at 0.3545
* Pwr/cell area at 75.26 nW/um2
* Layout cells sized above 1 at 0.2582
* Pre-placement core utilization at 0.3019
* Cells after Synth at 3155
* Top flop regs: a1.regs: 1024 flops
* Hold path depth at 2
* TritonRoute pass-1 iters at 7
* CTS tree: built
* Sum Neg Setup Slack at 0 ns
* Max FFs per register at 1024
* Sw Pwr at 1161 uW
* CP endpoint kind: output pin
* Maxcap violations at 0
* Initial antenna violation count at 10
* Max-slew violations at 0
* Tool warnings at 75
* Total number of vias at 32.58k
* Ys cells at 3155
* Post-layout period usage at 0.8913
* CP arrival at 14.86 ns
* First-pass GRT wire length at 252.7 mm
* Most Frequent Cell on Critical Path: fa_1
* # DRC at 0
* Via/cell ratio at 5.564
* Initial DRC Count at 1903
* RSZ-0062 raised after global routing: no
* Post-synthesis mux area share at 0.2551
* Slew at the pin with the worst max-slew slack at 1.131 ns
* Routed len/inst at 30.43 um
==> cell families (layout without fill, tap and decap cells) <==
| group | after synthesis | count (layout) |
|---|---|---|
| mux | 706 | 706 |
| compound gates | 445 | 445 |
| simple gates | 433 | 433 |
| fa+ha+maj | 111 | 111 |
| other cells | 0 | 2 |
| flops | 1024 | 1024 |
| buf+inv | 377 | 735 |
| xor+xnor | 59 | 59 |
==> synthesized netlist by cell type (6+ instances only) <==
| library cell | instances |
|---|---|
| edfxtp_1 | 1024 |
| nor2b_1 | 48 |
| o21bai_1 | 18 |
| buf_1 | 43 |
| or3_1 | 8 |
| o21ai_0 | 95 |
| nand2_1 | 118 |
| ha_1 | 99 |
| mux2i_1 | 159 |
| xor2_1 | 27 |
| and2_1 | 13 |
| nor3_1 | 15 |
| clkbuf_1 | 123 |
| a211oi_1 | 42 |
| a22oi_1 | 20 |
| a31oi_1 | 7 |
| mux4_2 | 512 |
| a32oi_1 | 20 |
| mux2_2 | 31 |
| inv_1 | 135 |
| buf_2 | 41 |
| o221ai_1 | 24 |
| a32o_1 | 7 |
| buf_4 | 30 |
| nand2b_1 | 43 |
| a21oi_1 | 71 |
| a221oi_1 | 17 |
| o22ai_1 | 27 |
| xnor2_1 | 32 |
| and3_1 | 6 |
| nand3b_1 | 7 |
| nand3_1 | 16 |
| o211ai_1 | 14 |
| nor2_1 | 128 |
| fa_1 | 11 |
| or2_2 | 8 |
| a22o_1 | 36 |
==> critical path, delay by kind of cell <==
kind,cells,cell delay (ns)
multiplexers,1,0.28
adder cells (fa/ha/maj),7,2.38
XOR/XNOR,1,0.13
AND-OR/OR-AND,12,3.25
buffers and inverters,7,1.78
AND/OR/NAND/NOR,9,2.60
==> per-stage QoR <==
step / area (um2) / total power (uW)
after floorplan: 53170 / 2647
after detailed placement: 59110 / 2943
final: 62430 / 4699
after global placement: 59110 / 2946
after global routing: 62430 / 4839
after CTS: 62430 / 4729
==> power by group through the flow <==
stage	sequential, uW	combinational (uW)	clock, uW
6_report	2230	675	1790
4_1_cts	2230	674	1830
5_1_grt	2230	718	1890
==> cell type report <==
| cell class | instances | area, um2 |
|---|---|---|
| clock inverters | 64 | 737.0 |
| diodes | 2 | 5.005 |
| clock buffers | 121 | 2581 |
| well taps | 2340 | 2928 |
| fillers | 16383 | 113700 |
| inverters | 137 | 514.2 |
| repair buffers | 413 | 3822 |
| multi-input cells | 1754 | 21090 |
| flip-flops and latches | 1024 | 30750 |
==> routing by layer <==
metal  up-vias  global-route usage  routed length, um
li1      13502                   -                  -
met1     16319              0.2301              56720
met2      2324              0.3221              83430
met3       413              0.1509              29180
met4        18             0.07786               8577
met5         -            0.009140                266
==> final timing paths <==
check	to	slack (ns)
max	Branch	2.34
min	a1.regs[17][31]$_DFFE_PP_	4.42
Power figures rest on the tool's default switching activity, not on a simulated workload.
